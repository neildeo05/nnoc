--- flow/config.mk ---
export PLATFORM = sky130hd
export DESIGN_NAME = dequant
export DESIGN_NICKNAME = dequant
export VERILOG_FILES = /design/flow/design.v
export SDC_FILE = /design/flow/constraint.sdc
export NUM_CORES = 4
export LEC_CHECK = 1
export CORE_UTILIZATION = 40
--- flow/constraint.sdc ---
current_design dequant

set clk_period 38.4
set clk_io_pct 0.2

create_clock -name clk0 -period $clk_period

set non_clock_inputs [all_inputs -no_clocks]
set_input_delay [expr $clk_period * $clk_io_pct] -clock clk0 $non_clock_inputs
set_output_delay [expr $clk_period * $clk_io_pct] -clock clk0 [all_outputs]
--- flow/run.sh ---
#!/bin/bash
# OpenROAD 26Q1-2900-gdf79404cd8, Yosys 0.63+post, stock flow scripts
make -C /OpenROAD-flow-scripts/flow DESIGN_CONFIG=/design/flow/config.mk WORK_HOME=/design/flow/orfs finish
--- flow/design.v ---
module dequant (
	int8Num,
	scale,  
	outputFP
);
	input logic [7:0] int8Num;
	input logic [31:0] scale;
	output logic [31:0] outputFP;
	logic sign;
	logic [7:0] ex1;
	logic [22:0] mantissa;
	int i;
	logic [23:0] newMant1;
	logic [23:0] newMant2;
	logic [47:0] newMantProds;
	always_comb 
	begin  
		mantissa[22:15] = int8Num;
		mantissa[14:0] = 15'b000000000000000;
		i = 8;
		sign = 1'b0;
		ex1 = 8'b01111111;
		newMant1 = 24'h000000;
		newMant2 = 24'h000000;
		newMantProds = 48'h000000000000;
		ex1 = ex1 + 8;
		for (i = 0; i < 8; i++) begin
			if(mantissa[22] == 1'b1) begin  
				i = 8;
			end else begin  
				mantissa = mantissa << 1;
				ex1 = ex1 - 1;
			end
		end
		mantissa = mantissa << 1;
		ex1 = ex1 - 1;
		sign = sign ^ scale[31];
		ex1 = ex1+scale[30:23] - 8'b01111111; 
		newMant1 = {1'b1, mantissa};
		newMant2 = {1'b1, scale[22:0]};  
		newMantProds = newMant1 * newMant2;
		mantissa = newMantProds[47:25];  
		i = 0;
		for (i = 0; i < 23; i++) begin  
			if (mantissa[22] == 1'b1) begin  
				i = 23; 
			end
			else begin  
				mantissa = mantissa << 1;
				mantissa[0] = newMantProds[24];
				newMantProds = newMantProds << 1;
				ex1 = ex1-1;
			end
		end
		mantissa = mantissa << 1;
		ex1 = ex1+1;
		mantissa[0] = newMantProds[24];
		outputFP = {sign, ex1, mantissa};
	end
endmodule
==> results.txt <==
run metrics: chip height 213.9 µm, Site Rows 77, RSZ-0062 raised after global routing false, synthesized netlist cell count 2536, share of the clock period used by the worst path after layout 0.8970, most common cell type on the critical path sky130_fd_sc_hd__ha_1, vias in the first global route 17.68k, global-route wire length before repair 95370 µm, number of post-CTS setup repair buffers 0, chip area 45740 µm², shortest period the worst path allows 34.44 ns, register share after synthesis 0, Rel. slew slack 0.3609, slew at the pin closest to its max-slew limit 0.9487 ns, share of layout cells above drive strength 1 0.06422, vias after detailed routing 18.44k, Total Wirelength 57600 µm, Seq Cell Count 0, initial antenna violation count 0, Min-Delay Path Class in -> out, kind of critical path in -> out, width of the die 213.9 µm, amount of wire on met2 after detailed routing 24770 µm, final cell count without fillers 3130, status completed, number of buffers inserted by port buffering 70, cell area after technology mapping 17960 µm², Synth cell types 110, ANT cells 0, core utilization of the finished layout 0.4369, final setup violation count 0, All-Layer GR Usage 0.2674, total of clock buffers placed in the layout 0, slowest cell on the critical path sky130_fd_sc_hd__clkdlybuf4s50_1, top layer reached by signal wires met4, syn_area_per_cell 7.081 µm², Flop area 0 µm², placed wire-length estimate after detailed placement 46950 µm, warning total across the stage logs 33, count of boundary I/O pins 72, count of maximum capacitance violations 0, Initial DRT Pass Iterations 5, number of cells in the yosys synthesis report 2536, startpoint type of the worst setup path input port, placeable core region 44220 µm², floorplan core density 0.4061, vias per cell 5.891, delay of the slowest cell on the worst path 0.73 ns, detailed-routed wire length on met3 3897 µm, worst endpoint data arrival time 26.76 ns, number of cells in the design after placement 3130, starting DRC count in detailed routing 1502, pins over their slew limit 0, Yosys warning total 1, count of hold-fix buffers inserted at cts 0, critical path peak fanout 37, Area Overhead vs Synth 7.588%, pin count of the biggest net entering global routing 56, sum of routed wire segments on met1 27800 µm, Sum Neg Setup Slack 0 ns, Peak Freq 29.03 MHz, worst hold slack 15.36 ns, hold violation count in the final report 0, Critical Path Sink Type primary output, post-detailed-route wirelength per cell 18.40 µm, synthesized chip area reported by yosys 17960 µm², Post-DRT Antenna Nets 0, post-route DRC violation count 0, weighted congestion at the end of routability-driven global placement 0.9597, Critical Path RT 30.72 ns, GRT overflow 0, # resized after CTS 0
## through the flow
step | setup slack [ns] | cell area (µm²)
2_1_floorplan | 5.684 | 17960
5_1_grt | 2.645 | 19320
3_3_place_gp | 4.342 | 19320
3_5_place_dp | 3.986 | 19320
6_report | 3.955 | 19320
4_1_cts | 3.972 | 19320
## cells in the final DEF, fill, tap and decap left out, drive strengths merged, types with 9 or more instances in the layout
master / count
o311ai: 10
fa: 134
clkdlybuf4s50: 70
nor3: 68
mux2i: 54
o21ai: 136
nor2: 220
a21oi: 157
a21boi: 10
buf: 55
o21a: 17
ha: 185
and4: 12
nor2b: 13
nand4: 32
o31ai: 13
mux2: 29
nor4: 15
nand2: 287
a21o: 16
and2: 74
xor2: 57
o211ai: 45
nor3b: 9
and3: 43
or3: 20
o22a: 9
a211oi: 42
a211o: 14
xnor2: 86
a22oi: 14
o2111ai: 9
or2: 11
inv: 264
a31oi: 36
nand2b: 18
nand3: 91
or4: 9
o22ai: 28
## synth_stat cells, types with 16 or more instances
master                     instances  area (µm²)
sky130_fd_sc_hd__a211oi_1         37       277.8
sky130_fd_sc_hd__a21o_1           16       120.1
sky130_fd_sc_hd__a21oi_1         153       765.7
sky130_fd_sc_hd__a31oi_1          36       225.2
sky130_fd_sc_hd__and2_1           74       462.9
sky130_fd_sc_hd__and3_1           42       262.8
sky130_fd_sc_hd__buf_2            33       165.2
sky130_fd_sc_hd__clkbuf_1         73       274.0
sky130_fd_sc_hd__fa_1            134        2683
sky130_fd_sc_hd__ha_1            185        2315
sky130_fd_sc_hd__inv_1           263       987.2
sky130_fd_sc_hd__mux2_2           29       326.6
sky130_fd_sc_hd__mux2i_1          53       530.5
sky130_fd_sc_hd__nand2_1         285        1070
sky130_fd_sc_hd__nand2b_1         18       112.6
sky130_fd_sc_hd__nand3_1          91       455.4
sky130_fd_sc_hd__nand4_1          31       193.9
sky130_fd_sc_hd__nor2_1          219       822.0
sky130_fd_sc_hd__nor3_1           63       315.3
sky130_fd_sc_hd__o211ai_1         42       315.3
sky130_fd_sc_hd__o21a_1           17       127.6
sky130_fd_sc_hd__o21ai_0         128       640.6
sky130_fd_sc_hd__o22ai_1          28       175.2
sky130_fd_sc_hd__or3_1            19       118.9
sky130_fd_sc_hd__xnor2_1          78       683.2
sky130_fd_sc_hd__xor2_1           52       455.4
## cells by family after synthesis
logic type                 share of synthesized area
xor gates and xnor gates                     0.08145
AOI/OAI and AO/OA                             0.2478
and+or+nand+nor                               0.2575
other                                      0.0002088
buffers and inverters                        0.08514
adders and majority gates                     0.2788
muxes                                        0.04898
## area by class of cell
| type | instances | area, µm² |
|---|---|---|
| Fill cell | 4495 | 24900 |
| Multi-Input combinational cell | 2149 | 16470 |
| Timing Repair Buffer | 125 | 1114 |
| Inverter | 264 | 991.0 |
| Tap cell | 592 | 740.7 |
## metal layers
layer / GRT usage / up-vias
met5: 0 / -
met4: 0.04754 / 0
met3: 0.04351 / 69
met2: 0.4015 / 630
met1: 0.4124 / 8720
li1: - / 9021
## worst max-delay path: cells and delay by family
kind / cells / cell delay (ns)
xor gates and xnor gates: 4 / 0.89
and+or+nand+nor: 18 / 3.19
adders and majority gates: 23 / 7.31
buffers and inverters: 8 / 2.15
AOI/OAI and AO/OA: 11 / 2.77
muxes: 10 / 2.77
## worst paths after layout
kind                    from      endpoint  cells past startpoint
setup / recovery  int8Num[6]  outputFP[30]                     74
hold / removal     scale[31]  outputFP[31]                      0
